## config.mk

```make
export PLATFORM = sky130hd
export DESIGN_NAME = main
export DESIGN_NICKNAME = main
export VERILOG_FILES = /design/flow/design.v
export SDC_FILE = /design/flow/constraint.sdc
export NUM_CORES = 4
export LEC_CHECK = 1
export CORE_UTILIZATION = 30
```

## constraint.sdc

```tcl
current_design main

set clk_period 3.0
set clk_io_pct 0.2

create_clock -name clk0 -period $clk_period [get_ports {clk100MHz}]

set non_clock_inputs [all_inputs -no_clocks]
set_input_delay [expr $clk_period * $clk_io_pct] -clock clk0 $non_clock_inputs
set_output_delay [expr $clk_period * $clk_io_pct] -clock clk0 [all_outputs]
```

## design.v

```verilog
`timescale 1ns / 1ps
module KYPD_Decoder(PMOD, clk, decodeOut);
    output reg [3:0] decodeOut;
    inout [7:0] PMOD;
    input clk;
    wire [3:0] row;
    wire redClk;
    reg [3:0] col;
    reg [15:0] clkCnt;
    assign PMOD[3:0] = col;
    assign row = PMOD[7:4];
    always_ff @ (posedge clk) begin
        clkCnt++;
    end
    assign redClk = clkCnt[15];
    initial begin
        col <= 4'b0111;
    end
    always_ff @ (posedge redClk) begin
        if (col == 4'b0111)
            col <= 4'b1011;
        else if (col == 4'b1011)
            col <= 4'b1101;
        else if (col == 4'b1101)
            col <= 4'b1110;
        else if (col == 4'b1110)
            col <= 4'b0111;
        else
            col <= 4'b0111;    
    end
    always_ff @ (posedge redClk) begin
        if (col == 4'b0111) begin        
            if (row == 4'b0111)
                decodeOut <= 4'h1;
            else if (row == 4'b1011)
                decodeOut <= 4'h4;
            else if (row == 4'b1101)
                decodeOut <= 4'h7;
            else if (row == 4'b1110)
                decodeOut <= 4'h0;
        end
        else if (col == 4'b1011) begin   
            if (row == 4'b0111)
                decodeOut <= 4'h2;
            else if (row == 4'b1011)
                decodeOut <= 4'h5;
            else if (row == 4'b1101)
                decodeOut <= 4'h8;
            else if (row == 4'b1110)
                decodeOut <= 4'hF;
        end
        else if (col == 4'b1101) begin   
            if (row == 4'b0111)
                decodeOut <= 4'h3;
            else if (row == 4'b1011)
                decodeOut <= 4'h6;
            else if (row == 4'b1101)
                decodeOut <= 4'h9;
            else if (row == 4'b1110)
                decodeOut <= 4'hE;
        end
        else if (col == 4'b1110) begin   
            if (row == 4'b0111)
                decodeOut <= 4'hA;
            else if (row == 4'b1011)
                decodeOut <= 4'hB;
            else if (row == 4'b1101)
                decodeOut <= 4'hC;
            else if (row == 4'b1110)
                decodeOut <= 4'hD;
        end
    end
endmodule
`timescale 1ns / 1ps
module main(an, seg, dp, JA, clk100MHz);
        output [7:0] an;
        output [6:0] seg;
        output dp;
        inout [7:0] JA;
        input clk100MHz;
        assign an = 8'b1111_1110;
    wire[3:0] hexOut;
    KYPD_Decoder dec0(.decodeOut(hexOut), .PMOD(JA), .clk(clk100MHz));
    sevenSegmentHex disp0(.segData({dp, seg}), .number(hexOut));
endmodule
`timescale 1ns / 1ps
module sevenSegmentHex(output reg [7:0] segData, input [3:0] number );
    always @ (number) begin
        case (number)
            4'h0: segData <= 8'b11000000;
            4'h1: segData <= 8'b11111001;
            4'h2: segData <= 8'b10100100;
            4'h3: segData <= 8'b10110000;
            4'h4: segData <= 8'b10011001;
            4'h5: segData <= 8'b10010010;
            4'h6: segData <= 8'b10000010;
            4'h7: segData <= 8'b11111000;
            4'h8: segData <= 8'b10000000;
            4'h9: segData <= 8'b10011000;
            4'hA: segData <= 8'b10001000;
            4'hB: segData <= 8'b10000011;
            4'hC: segData <= 8'b10100111;
            4'hD: segData <= 8'b10100001;
            4'hE: segData <= 8'b10000110;
            4'hF: segData <= 8'b10001110;
            default: segData <= 8'b01111111;
        endcase
    end
endmodule
```

## run.sh

```bash
#!/bin/bash
# OpenROAD 26Q1-2900-gdf79404cd8, Yosys 0.63+post, stock flow scripts
make -C /OpenROAD-flow-scripts/flow DESIGN_CONFIG=/design/flow/config.mk WORK_HOME=/design/flow/orfs finish
```

==> impl_metrics.env <==
# physical design summary
export IMPL_outcome="did not finish"
export IMPL_untimed_endpoints=34
export IMPL_die_height_um=77.9
export IMPL_hpwl_mm=2.16
export IMPL_haltStage="4_1_cts"
export IMPL_cts_setup_buffers=0
export IMPL_ctsRootBufferMaster="clkbuf_8"
export IMPL_numCtsBuffers=3
export IMPL_fp_util=0.312
export IMPL_num_rows=27
export IMPL_ios=25
export IMPL_enable_flop_cells=4
export IMPL_synth_area_sq_um=1730
export IMPL_yosys_stat_seqShare=0.383
export IMPL_yosys_warnings=2
export IMPL_cts_hold_buf=0
export IMPL_ys_cells=178
export IMPL_io_buffer_count=7
export IMPL_cts_max_level=1
export IMPL_ys_area_sq_um=1730
export IMPL_ys_flops=31
export IMPL_flop_cell="dfxtp_1"
export IMPL_unclocked_pins=15
export IMPL_dp_cells=251
export IMPL_clk_path_buf_depth=2
export IMPL_post_cts_resized=0
export IMPL_netlist_instances=178
export IMPL_ys_async_sr_fraction=0
export IMPL_synth_cell_type_count=55
export IMPL_syn_area_per_cell_sq_um=9.70
export IMPL_fp_dieW_um=77.9
export IMPL_stop_error="[error] [KeplerFormal.cpp:679] Workflow failed: Iso has multiple drivers: .JA1, JA[1]$_SDFF_PP1_.Q0"
export IMPL_gp_congestion=0.783
## through the flow
step                hold WS, ns  utilization  worst slack [ns]  area, sq um  power, mW
floorplan                 0.391            -              1.57         1750      0.296
global placement          0.416        0.326              1.47         1810      0.291
detailed placement        0.422        0.326              1.45         1810      0.290
## synth_stat cells, types with 2 or more instances
cell,instances,area share
a21o_1,3,0.013
a21oi_1,3,0.0087
and2_1,4,0.014
and3_1,5,0.018
buf_4,9,0.039
buf_6,3,0.020
conb_1,2,0.0043
dfxtp_1,27,0.31
edfxtp_1,4,0.070
ha_1,6,0.043
inv_1,6,0.013
inv_2,3,0.0065
nand2_1,16,0.035
nand2_2,2,0.0072
nand3_1,11,0.032
nand4_1,2,0.0072
nand4b_1,3,0.015
nor2_1,6,0.013
nor2b_1,2,0.0072
nor3_1,3,0.0087
o211ai_1,2,0.0087
o21ai_0,3,0.0087
o21ai_1,3,0.0087
xnor2_1,15,0.076
xor2_1,5,0.025
## kinds of logic after synthesis
| kind of cell | Yosys count | share of synthesized area |
|---|---|---|
| AOI/OAI and AO/OA | 34 | 0.172 |
| xor gates and xnor gates | 21 | 0.111 |
| adders and majority gates | 6 | 0.0435 |
| buffers and inverters | 22 | 0.0812 |
| DFF | 31 | 0.383 |
| muxes | 1 | 0.00580 |
| other | 2 | 0.00435 |
| and+or+nand+nor | 61 | 0.199 |
Power figures rest on the tool's default switching activity, not on a simulated workload.
